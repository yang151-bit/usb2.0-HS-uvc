==> flow/design.v <==
module ulpi_wrapper
(
     input           ulpi_clk60_i
    ,input           ulpi_rst_i
    ,input  [  7:0]  ulpi_data_out_i
    ,input           ulpi_dir_i
    ,input           ulpi_nxt_i
    ,input  [  7:0]  utmi_data_out_i
    ,input           utmi_txvalid_i
    ,input  [  1:0]  utmi_op_mode_i
    ,input  [  1:0]  utmi_xcvrselect_i
    ,input           utmi_termselect_i
    ,input           utmi_dppulldown_i
    ,input           utmi_dmpulldown_i
    ,output [  7:0]  ulpi_data_in_o
    ,output          ulpi_stp_o
    ,output [  7:0]  utmi_data_in_o
    ,output          utmi_txready_o
    ,output          utmi_rxvalid_o
    ,output          utmi_rxactive_o
    ,output          utmi_rxerror_o
    ,output [  1:0]  utmi_linestate_o
);
localparam STATE_W          = 2;
localparam STATE_IDLE       = 2'd0;
localparam STATE_CMD        = 2'd1;
localparam STATE_DATA       = 2'd2;
localparam STATE_REG        = 2'd3;
reg [STATE_W-1:0]   state_q;
localparam REG_FUNC_CTRL = 8'h84;
localparam REG_OTG_CTRL  = 8'h8a;
localparam REG_TRANSMIT  = 8'h40;
localparam REG_WRITE     = 8'h80;
localparam REG_READ      = 8'hC0;
reg         mode_update_q;
reg [1:0]   xcvrselect_q;
reg         termselect_q;
reg [1:0]   opmode_q;
reg         phy_reset_q;
reg         mode_write_q;
wire mode_complete_w = (state_q == STATE_REG &&
                        mode_write_q         && 
                        ulpi_nxt_i           && 
                        !ulpi_dir_i);            
always @ (posedge ulpi_clk60_i or posedge ulpi_rst_i)
if (ulpi_rst_i)
begin
    mode_update_q   <= 1'b0;
    xcvrselect_q    <= 2'b0;
    termselect_q    <= 1'b0;
    opmode_q        <= 2'b11;
    phy_reset_q     <= 1'b1;
end
else
begin
    xcvrselect_q    <= utmi_xcvrselect_i;
    termselect_q    <= utmi_termselect_i;
    opmode_q        <= utmi_op_mode_i;
    if (mode_update_q && mode_complete_w)
    begin
        mode_update_q <= 1'b0;
        phy_reset_q   <= 1'b0;
    end
    else if (opmode_q     != utmi_op_mode_i     ||
             termselect_q != utmi_termselect_i ||
             xcvrselect_q != utmi_xcvrselect_i)
        mode_update_q <= 1'b1;
end
reg otg_update_q;
reg dppulldown_q;
reg dmpulldown_q;
reg otg_write_q;
wire otg_complete_w  = (state_q == STATE_REG &&
                        otg_write_q         && 
                        ulpi_nxt_i           && 
                        !ulpi_dir_i);            
always @ (posedge ulpi_clk60_i or posedge ulpi_rst_i)
if (ulpi_rst_i)
begin
    otg_update_q    <= 1'b0;
    dppulldown_q    <= 1'b1;
    dmpulldown_q    <= 1'b1;
end
else
begin
    dppulldown_q    <= utmi_dppulldown_i;
    dmpulldown_q    <= utmi_dmpulldown_i;
    if (otg_update_q && otg_complete_w)
        otg_update_q <= 1'b0;
    else if (dppulldown_q != utmi_dppulldown_i ||
             dmpulldown_q != utmi_dmpulldown_i)
        otg_update_q <= 1'b1;
end
reg ulpi_dir_q;
always @ (posedge ulpi_clk60_i or posedge ulpi_rst_i)
if (ulpi_rst_i)
    ulpi_dir_q <= 1'b0;
else
    ulpi_dir_q <= ulpi_dir_i;
wire turnaround_w = ulpi_dir_q ^ ulpi_dir_i;
localparam TX_DELAY_W       = 3;
localparam TX_START_DELAY   = 3'd7;
reg [TX_DELAY_W-1:0] tx_delay_q;
always @ (posedge ulpi_clk60_i or posedge ulpi_rst_i)
if (ulpi_rst_i)
    tx_delay_q <= {TX_DELAY_W{1'b0}};
else if (utmi_rxactive_o)
    tx_delay_q <= TX_START_DELAY;
else if (tx_delay_q != {TX_DELAY_W{1'b0}})
    tx_delay_q <= tx_delay_q - 1;
wire tx_delay_complete_w = (tx_delay_q == {TX_DELAY_W{1'b0}});
reg [7:0] tx_buffer_q[0:1];
reg       tx_valid_q[0:1];
reg       tx_wr_idx_q;
reg       tx_rd_idx_q;
wire      utmi_tx_ready_w;
wire      utmi_tx_accept_w;
always @ (posedge ulpi_clk60_i or posedge ulpi_rst_i)
if (ulpi_rst_i)
begin
    tx_buffer_q[0] <= 8'b0;
    tx_buffer_q[1] <= 8'b0;
    tx_valid_q[0]  <= 1'b0;
    tx_valid_q[1]  <= 1'b0;
    tx_wr_idx_q    <= 1'b0;
    tx_rd_idx_q    <= 1'b0;
end    
else
begin
    if (utmi_txvalid_i && utmi_txready_o)
    begin
        tx_buffer_q[tx_wr_idx_q] <= utmi_data_out_i;
        tx_valid_q[tx_wr_idx_q]  <= 1'b1;
        tx_wr_idx_q <= tx_wr_idx_q + 1'b1;
    end
    if (utmi_tx_ready_w && utmi_tx_accept_w)
    begin
        tx_valid_q[tx_rd_idx_q]  <= 1'b0;
        tx_rd_idx_q <= tx_rd_idx_q + 1'b1;
    end
end
assign utmi_txready_o  = ~tx_valid_q[tx_wr_idx_q] & tx_delay_complete_w;
assign utmi_tx_ready_w = tx_valid_q[tx_rd_idx_q];
wire [7:0] utmi_tx_data_w = tx_buffer_q[tx_rd_idx_q];
reg [7:0]           ulpi_data_q;
reg                 ulpi_stp_q;
reg [7:0]           data_q;
reg                 utmi_rxvalid_q;
reg                 utmi_rxerror_q;
reg                 utmi_rxactive_q;
reg [1:0]           utmi_linestate_q;
reg [7:0]           utmi_data_q;
always @ (posedge ulpi_clk60_i or posedge ulpi_rst_i)
if (ulpi_rst_i)
begin
    state_q             <= STATE_IDLE;
    ulpi_data_q         <= 8'b0;
    data_q              <= 8'b0;
    ulpi_stp_q          <= 1'b1;
    utmi_rxvalid_q      <= 1'b0;
    utmi_rxerror_q      <= 1'b0;
    utmi_rxactive_q     <= 1'b0;
    utmi_linestate_q    <= 2'b0;
    utmi_data_q         <= 8'b0;
    mode_write_q        <= 1'b0;
    otg_write_q         <= 1'b0;
end
else
begin
    ulpi_stp_q          <= 1'b0;
    utmi_rxvalid_q      <= 1'b0;
    if (turnaround_w && ulpi_dir_i && ulpi_nxt_i)
    begin
        utmi_rxactive_q <= 1'b1;
        if (state_q == STATE_REG)
        begin
            state_q       <= STATE_IDLE;
            ulpi_data_q   <= 8'b0;   
        end
    end
    else if (turnaround_w && !ulpi_dir_i)
    begin
        utmi_rxactive_q <= 1'b0;
        if (state_q == STATE_REG)
        begin
            state_q       <= STATE_IDLE;
            ulpi_data_q   <= 8'b0;   
        end
    end
    else if (!turnaround_w)
    begin
        if (ulpi_dir_i && !ulpi_nxt_i)
        begin
            utmi_linestate_q <= ulpi_data_out_i[1:0];
            case (ulpi_data_out_i[5:4])
            2'b00:
            begin
                utmi_rxactive_q <= 1'b0;
                utmi_rxerror_q  <= 1'b0;
            end
            2'b01: 
            begin
                utmi_rxactive_q <= 1'b1;
                utmi_rxerror_q  <= 1'b0;
            end
            2'b11:
            begin
                utmi_rxactive_q <= 1'b1;
                utmi_rxerror_q  <= 1'b1;
            end
            default:
                ;  
            endcase
        end
        else if (ulpi_dir_i && ulpi_nxt_i)
        begin
            utmi_rxvalid_q  <= 1'b1;
            utmi_data_q     <= ulpi_data_out_i;
        end
        else if (!ulpi_dir_i)
        begin        
            if ((state_q == STATE_IDLE) && mode_update_q)
            begin
                data_q        <= {1'b0, 1'b1, phy_reset_q, opmode_q, termselect_q, xcvrselect_q};
                ulpi_data_q   <= REG_FUNC_CTRL;
                otg_write_q   <= 1'b0;
                mode_write_q  <= 1'b1;
                state_q       <= STATE_CMD;
            end
            else if ((state_q == STATE_IDLE) && otg_update_q)
            begin
                data_q        <= {5'b0, dmpulldown_q, dppulldown_q, 1'b0};
                ulpi_data_q   <= REG_OTG_CTRL;
                otg_write_q   <= 1'b1;
                mode_write_q  <= 1'b0;
                state_q       <= STATE_CMD;
            end
            else if ((state_q == STATE_IDLE) && utmi_tx_ready_w)
            begin
                ulpi_data_q <= REG_TRANSMIT | {4'b0, utmi_tx_data_w[3:0]};
                state_q     <= STATE_DATA;
            end
            else if ((state_q == STATE_CMD) && ulpi_nxt_i)
            begin
                state_q     <= STATE_REG;
                ulpi_data_q <= data_q;
            end
            else if (state_q == STATE_REG && ulpi_nxt_i)
            begin
                state_q       <= STATE_IDLE;
                ulpi_data_q   <= 8'b0;   
                ulpi_stp_q    <= 1'b1;
                otg_write_q   <= 1'b0;
                mode_write_q  <= 1'b0;
            end
            else if (state_q == STATE_DATA && ulpi_nxt_i)
            begin
                if (!utmi_tx_ready_w)
                begin
                    state_q       <= STATE_IDLE;
                    ulpi_data_q   <= 8'b0;   
                    ulpi_stp_q    <= 1'b1;
                end
                else
                begin
                    state_q        <= STATE_DATA;
                    ulpi_data_q    <= utmi_tx_data_w;
                end
            end
        end
    end
end
assign utmi_tx_accept_w = ((state_q == STATE_IDLE) && !(mode_update_q || otg_update_q || turnaround_w) && !ulpi_dir_i) ||
                          (state_q == STATE_DATA && ulpi_nxt_i && !ulpi_dir_i);
assign ulpi_data_in_o       = ulpi_data_q;
assign ulpi_stp_o           = ulpi_stp_q;
assign utmi_linestate_o     = utmi_linestate_q;
assign utmi_data_in_o       = utmi_data_q;
assign utmi_rxerror_o       = utmi_rxerror_q;
assign utmi_rxactive_o      = utmi_rxactive_q;
assign utmi_rxvalid_o       = utmi_rxvalid_q;
endmodule
==> flow/run.sh <==
#!/bin/bash
# OpenROAD 26Q1-2900-gdf79404cd8, Yosys 0.63+post, stock flow scripts
make -C /OpenROAD-flow-scripts/flow DESIGN_CONFIG=/design/flow/config.mk WORK_HOME=/design/flow/orfs finish
==> flow/config.mk <==
export PLATFORM = sky130hd
export DESIGN_NAME = ulpi_wrapper
export DESIGN_NICKNAME = ulpi_wrapper
export VERILOG_FILES = /design/flow/design.v
export SDC_FILE = /design/flow/constraint.sdc
export NUM_CORES = 4
export LEC_CHECK = 1
export CORE_UTILIZATION = 50
==> flow/constraint.sdc <==
current_design ulpi_wrapper

set clk_period 3.5
set clk_io_pct 0.2

create_clock -name clk0 -period $clk_period [get_ports {ulpi_clk60_i}]

set non_clock_inputs [all_inputs -no_clocks]
set_input_delay [expr $clk_period * $clk_io_pct] -clock clk0 $non_clock_inputs
set_output_delay [expr $clk_period * $clk_io_pct] -clock clk0 [all_outputs]
==> notes.md <==
Results of the implementation run.

The number of maximum-capacitance violations recorded for the run is 0. The total clock sinks is 69. The cell area after synthesis is 3190 µm². STA classifies the critical path endpoint as an output port. The relative area change from synthesis to final layout is 26.1%. The yosys synthesis warning count came out at 3. The routed layout has 2303 vias.

The initial antenna violation count is 0. The number of iterations in the first detailed-routing pass is 5. The class of the most critical setup path is reg -> out. In the final report, the number of hold violations comes to 0. The relative slew slack is 0.531.

In the synthesized netlist, the cells that appear most often are sky130_fd_sc_hd__dfrtp_1 (62), sky130_fd_sc_hd__mux2_2 (31), sky130_fd_sc_hd__nand2_1 (26). The number of pins with negative max-slew slack in the final report is 0. In the routed design, unresolved DRC markers number 0. The sum of net half-perimeters after detailed placement is 4370 µm. At the pin with the least slew margin, the transition time is 0.703 ns.

The cell count in the Yosys report is 279. The count of input and output buffers came out at 50. The final antenna-violating net count came out at 0. The fraction of final layout cells sized beyond drive strength 1 is 0.187. The final instance area is 4020 µm². The clock latency on the worst-skew pair is 0.34 ns. The number of antenna diodes in the final layout is 0. Setup repair after global routing left no endpoint under its margin. Per the CTS log, the root buffer master is sky130_fd_sc_hd__clkbuf_8. The gate count of the mapped netlist is 279. The detailed-route wire length came out at 6160 µm. The worst hold path cell count came out at 1. Wire segments on met3 add up to 354 µm in the final route. The launch point of the worst register-to-register path is recorded as tx_rd_idx_q$_DFFE_PP0P_. The via count of the first global-routing pass came out at 2158.

The region available for standard cell placement spans 6030 µm². The worst supply voltage drop on vdd came out at 0.000320 V. The clock tree from TritonCTS is done. The post-synth area from yosys stat is 3190 µm². The post-synthesis async set-or-reset flop share came out at 1.00. The global-route usage over all layers came out at 0.212.

The final routed wire length divided by cell count is 14.7 µm. The violation tally from detailed-route iteration zero is 123. The share of the cycle needed by the critical path after routing came out at 0.779.

The die area is 6700 µm². OpenSTA, run right after detailed placement, puts the worst setup slack at 0.434 ns. After global routing the overflow that remains totals 0.

The clock transition at the registers of the reported paths came out at 0.07 ns. The count of cells along the worst register-to-register path came out at 5. The number of ports placed on the die boundary came out at 51.

The cell taking the most area after synthesis is sky130_fd_sc_hd__dfrtp_1. The number of enable-type register cells in the synthesized netlist came out at 0. The endpoint required time on the critical path is 2.80 ns.

The per-cell via count in the routed design came out at 5.51. The proportion of netlist area held by the largest area contributor came out at 0.487. The hold buffer count at CTS came out at 0. The part of the Yosys area used for sequential elements is 0.544.

The element type at the critical path start is a flop. The mean instance size in the synthesized netlist is 11.4 µm². The count of H-tree levels built during CTS came out at 3. STA lists the endpoint of the worst register-to-register path as ulpi_data_q[7]$_DFFE_PP0P_. Looking at hold timing, the worst path starts from mode_write_q$_DFFE_PP0P_. For flop-to-flop paths, the worst setup slack is 1.26 ns. The total number of placement rows came out at 28. The most critical min-delay path falls under reg -> reg. The maximum fanout along the worst path came out at 5. The placed instance area came out at 3800 µm². The number of standard cells in the layout, taps in and fillers out is 418. The OpenROAD report gives the critical path a data arrival time of 2.03 ns. The tally of OpenROAD warnings is 30. Sorting the synthesized cells by area gives the leading types as sky130_fd_sc_hd__dfrtp_1 (49%), sky130_fd_sc_hd__mux2_2 (11%), sky130_fd_sc_hd__dfstp_2 (5.8%). The minimum clock period after layout came out at 2.73 ns. The top achievable clock speed is 367 MHz. The number of storage elements in the synthesis netlist is 69. The placed instance count came out at 402. The number of buffers inserted by post-CTS setup repair is 0. At the end of routability-driven placement, the weighted congestion stood at 0.885. The run finished with clean final reports. The final total negative setup slack came out at 0 ns.

The first-pass GRT wire length is 10300 µm. Endpoints with negative setup slack in the final report add up to 0. Looking at the gate-level netlist, the highest instance count belongs to sky130_fd_sc_hd__dfrtp_1. For this block, wires on met1 add up to 3040 µm. Per the OpenROAD floorplan log, the width of the die is 81.9 µm.

The sum of met2 wire segment lengths after detailed routing came out at 2680 µm. The leakage power is 1.76 nW. The clock passes through at most 2 buffers. The endpoint of the worst hold path is reported as phy_reset_q$_DFFE_PP1P_.

The number of library cell types mapped by synthesis came out at 49. The number of clock buffers added by TritonCTS is 9. The post-cts repair resize count is 0.

The initial cell density of the core is 0.529. The worst-case clock skew is 0.00744 ns. The power per unit of standard cell area is 510 nW/µm². The chip height is 81.9 µm.

The setup slack of the critical path after layout is 0.773 ns. The most critical hold endpoint after final layout shows a slack of 0.449 ns. Looking at the cell usage after synthesis, the top flip-flop cell is sky130_fd_sc_hd__dfrtp_1.

The highest layer used for signal routing is met4. The largest net degree at the start of global routing came out at 38.
per-stage QoR:
step	power, mW	utilization
floorplan	1.20	-
finish	2.05	0.667
global route	2.16	0.667
global placement	1.37	0.631
detailed placement	1.38	0.631
CTS	2.08	0.667
worst max-delay path: stages, from the launching register on:
cell	delay [ns]
sky130_fd_sc_hd__dfrtp_1	0.39
sky130_fd_sc_hd__inv_1	0.09
sky130_fd_sc_hd__ha_1	0.17
sky130_fd_sc_hd__nand2b_1	0.14
sky130_fd_sc_hd__a211oi_1	0.38
sky130_fd_sc_hd__clkdlybuf4s50_1	0.53
kinds of logic (layout without fill, tap and decap cells):
kind of cell	count (synthesis)	in the layout	share of synthesized area
AND-OR/OR-AND	70	70	0.148
flip-flops	69	69	0.544
AND/OR/NAND/NOR	66	66	0.0997
multiplexers	38	38	0.133
buffers and inverters	20	84	0.0243
XOR/XNOR	10	10	0.0275
adder cells (fa/ha/maj)	6	6	0.0235
how the worst max path moves through the flow:
stage | start | endpoint | slack, ns | depth (start not counted)
4_1_cts | tx_delay_q[0]$_DFFE_PP0P_ | utmi_txready_o | 0.75 | 5
5_1_grt | tx_delay_q[0]$_DFFE_PP0P_ | utmi_txready_o | 0.61 | 5
6_report | tx_delay_q[0]$_DFFE_PP0P_ | utmi_txready_o | 0.77 | 5
registers in the layout (all words and copies together) (netlist names), 2 cells and up:
signal / count
data_q: 7
tx_buffer_q: 16
xcvrselect_q: 2
utmi_data_q: 8
opmode_q: 2
tx_delay_q: 3
state_q: 4
utmi_linestate_q: 2
ulpi_data_q: 8
tx_valid_q: 2
where the power goes:
part           internal, mW  leakage, nW  switching (mW)  total (mW)
clock                 0.400       0.0985           0.291       0.691
combinational         0.236        0.822           0.132       0.369
sequential            0.918        0.840          0.0710       0.989
metal layers:
layer / global-route usage / up-vias
met5: 0 / -
met4: 0.0316 / 0
met3: 0.0462 / 10
met2: 0.300 / 64
met1: 0.359 / 1097
li1: - / 1132
cells in the final DEF, fill, tap and decap left out, types with 4 or more instances in the layout:
| cell type | synthesis | routed |
|---|---|---|
| sky130_fd_sc_hd__a21oi_1 | 11 | 11 |
| sky130_fd_sc_hd__a31oi_1 | 4 | 4 |
| sky130_fd_sc_hd__buf_4 | 0 | 4 |
| sky130_fd_sc_hd__clkbuf_8 | 0 | 9 |
| sky130_fd_sc_hd__clkdlybuf4s50_1 | 0 | 50 |
| sky130_fd_sc_hd__dfrtp_1 | 62 | 62 |
| sky130_fd_sc_hd__dfstp_2 | 7 | 7 |
| sky130_fd_sc_hd__ha_1 | 6 | 6 |
| sky130_fd_sc_hd__inv_1 | 13 | 12 |
| sky130_fd_sc_hd__mux2_2 | 31 | 31 |
| sky130_fd_sc_hd__mux2i_1 | 6 | 6 |
| sky130_fd_sc_hd__nand2_1 | 26 | 26 |
| sky130_fd_sc_hd__nand2b_1 | 4 | 4 |
| sky130_fd_sc_hd__nand3_1 | 8 | 8 |
| sky130_fd_sc_hd__nor2_1 | 11 | 11 |
| sky130_fd_sc_hd__nor3_1 | 6 | 6 |
| sky130_fd_sc_hd__o21ai_0 | 18 | 18 |
| sky130_fd_sc_hd__o2bb2ai_1 | 7 | 7 |
| sky130_fd_sc_hd__xnor2_1 | 7 | 7 |
layout make-up:
class / count / area (µm²)
clock buffer: 10 / 128
fill: 475 / 2010
clock inverter: 6 / 87.6
sequential: 69 / 1740
multi-input combinational: 190 / 1380
timing repair buffer: 55 / 551
inverter: 13 / 48.8
tap: 75 / 93.8
Power and IR drop assume default switching activity.
